$ cat flow/constraint.sdc
current_design cpu

set clk_period 2.7
set clk_io_pct 0.2

create_clock -name clk0 -period $clk_period [get_ports {clk}]

set non_clock_inputs [all_inputs -no_clocks]
set_input_delay [expr $clk_period * $clk_io_pct] -clock clk0 $non_clock_inputs
set_output_delay [expr $clk_period * $clk_io_pct] -clock clk0 [all_outputs]
$ cat flow/run.sh
#!/bin/bash
# OpenROAD 26Q1-2900-gdf79404cd8, Yosys 0.63+post, stock flow scripts
make -C /OpenROAD-flow-scripts/flow DESIGN_CONFIG=/design/flow/config.mk WORK_HOME=/design/flow/orfs finish
$ cat flow/config.mk
export PLATFORM = sky130hd
export DESIGN_NAME = cpu
export DESIGN_NICKNAME = cpu
export VERILOG_FILES = /design/flow/design.v
export SDC_FILE = /design/flow/constraint.sdc
export NUM_CORES = 4
export LEC_CHECK = 1
export CORE_UTILIZATION = 40
$ cat flow/design.v
module cpu (
	input clk,
	input reset_n,
	output reg [3:0] mem_address,
	input [7:0] mem_data_r,
	output reg [7:0] mem_data_w,
	output reg mem_we,
	output [1:0] dbg_state,
	output [3:0] dbg_r0,
	output [3:0] dbg_r1,
	output [3:0] dbg_pc
);
reg [1:0] state;	 
reg [3:0] pc;		 
reg [7:0] opcode;	 
reg [3:0] r0;		 
reg [3:0] r1;		 
assign dbg_state = state;
assign dbg_r0 = r0;
assign dbg_r1 = r1;
assign dbg_pc = pc;
always@(posedge clk, negedge reset_n)
if(reset_n == 0)	 
begin
	state <= 0;		 
	pc <= 0;
	r0 <= 0;
	r1 <= 0;
	mem_we <= 0;	 
end
else
begin
	case(state)
		0:
		begin
			state <= 1;			 
			mem_we <= 0;		 
			mem_address <= pc;	 
		end
		1:
		begin
			state <= 2;
			opcode <= mem_data_r;	 
			pc <= pc + 1;			 
		end
		2:
		begin
			state <= 3;
			if(opcode[7]==0)					 
			begin
				case(opcode[6:4])				 
					3'b000:						 
					begin
						pc <= opcode[3:0];		 
					end					
					3'b010:						 
					begin
						r0 <= r0 + r1;			 
					end
					3'b011:						 
					begin
						r1 <= r0 + r1;			 
					end
				endcase
			end
			else									 
			begin
				if(opcode[6])						 
				begin
					mem_address <= opcode[3:0];		 
					if(opcode[5])					 
					begin
						if(opcode[4])				 
							mem_data_w <= r1;		 
						else
							mem_data_w <= r0;		 
					end
				end
				else								 
				begin								 
					case(opcode[5:4])				 
						2'b00: r0 <= opcode[3:0];	 
						2'b01: r1 <= opcode[3:0];	 
						2'b10: r0 <= r1;			 
						2'b11: r1 <= r0;			 
					endcase
				end
			end
		end
		3:			 
		begin
			state <= 0;
			if(opcode[7:5]==3'b111)
				mem_we <= 1;			 
			if(opcode[7:5]==3'b110)		 
			begin
				if(opcode[4]==0)		 
					r0 <= mem_data_r;	 
				else
					r1 <= mem_data_r;	 
			end
		end
	endcase
end
endmodule
==> flow_summary_export.csv <==
group,metric,value,unit
outcome,status,"finished, final reports clean",
floorplanning,io_pins,37,
sta,whs,0.565,ns
floorplanning,core_area,0.00435,mm²
clocking,postCtsResizedCells,0,
route,via_per_inst,5.37,
clocking,cts_tree,"yes",
logic_synthesis,ys_ff,31,
setup_path,start_kind,"flip-flop",
floorplanning,die-width,69.2,µm
power,powerDensity,572,mW/mm²
setup_path,worstPathArrival,2.23,ns
route,wl_met3,199,µm
floorplanning,die_h,69.2,µm
sta,tns,0,ns
sta,slew_headroom,0.576,
cells_and_area,final_cell_mix,"clkdlybuf4s50_1, edfxtp_1, dfrtp_1",
sta,worst_slew_pin_slew,0.636,ns
route,ant_nets,0,
sta,setup_viol,0,
clocking,ctsHoldBuffers,0,
logic_synthesis,ys_chip_area,0.00180,mm²
setup_path,critPathCaptureType,"flip-flop",
clocking,cts_sinks,31,
job,warnings,29,
route,wl_per_cell,15.2,µm
route,drc_errors,0,
sta,hold_viol_final,0,
job,cap_violations,0,
sta,grt_setup_unrepaired,"no",
min_path,hold_path_class,"flip-flop to flip-flop",
clocking,h-tree-depth,2,
power,cellLeakagePower,0.822,nW
setup_path,crit_chain,"ha_1 -> or3b_4 -> o32ai_4 -> mux2i_1 -> o21ai_1",
clocking,cts_post_setup_buffers_inserted,0,
logic_synthesis,synth_stat.cells,161,
route,wirelength,3.77,mm
cells_and_area,area_growth,23.3,%
global_routing,antenna_found_initial,0,
logic_synthesis,netlist_area,0.00180,mm²
global_routing,first_global_vias,1278,
global_routing,gr-total-overflow,0,
logic_synthesis,ys_async_sr_fraction,0.484,
logic_synthesis,seq_area_frac_synth,0.474,
placed_design,place.gp.congestion,0.803,
logic_synthesis,synth_cell_types,45,
cells_and_area,drive_gt1_frac,0.138,
global_routing,grt_pass1_wl,6.42,mm
sta,skew,0.0103,ns
sta,drv_slew,0,
route,wl_met1,1.88,mm
placed_design,port_buffers,32,
global_routing,grt_max_degree,19,
sta,fmax,0.486,GHz
route,n_antenna_cell,0,
cells_and_area,layout.cells.most_common,"clkdlybuf4s50_1",
placed_design,dp.final_hpwl,2.73,mm
setup_path,crit_path_top_delay_cell,"or3b_4",
route,route.met2.wl,1.63,mm
route,via_count,1332,
route,first_pass_iters,4,
setup_path,max_stage_delay,0.47,ns
floorplanning,dieArea,0.00478,mm²
clocking,clockRootBuffer,"clkbuf_8",
logic_synthesis,synth.yosys.warnings,1,
setup_path,critical_path_class,"flip-flop to flip-flop",
setup_path,r2r_slack,0.64,ns
clocking,path_clk_slew,0.07,ns
sta,period_needed,2.06,ns
clocking,clk_latency,0.29,ns
clocking,cts_buffers,5,
route,drt_iter0_drc,75,
sta,post-route-period-util,0.762,
global_routing,grt_util_all_layers,0.174,
power,ir_drop,0.232,mV
logic_synthesis,ff_type,"edfxtp_1",
clocking,cts_max_path_buffers,2,
setup_path,worst-path-max-fanout,11,
floorplanning,rows,24,
logic_synthesis,postSynthAreaPerCell,11.2,µm²
setup_path,crit_required,2.87,ns
logic_synthesis,netlist_instances,161,
floorplanning,fp_util,0.414,
logic_synthesis,enable_flop_cells,16,
route,top_layer,"met4",
## final cells by class
| type | count | area [µm²] |
|---|---|---|
| Clock buffer | 6 | 72.6 |
| Clock inverter | 2 | 8.76 |
| Fill cell | 377 | 2130 |
| Inverter | 10 | 37.5 |
| Multi-Input combinational cell | 112 | 842 |
| Sequential cell | 31 | 856 |
| Tap cell | 52 | 65.1 |
| Timing Repair Buffer | 35 | 343 |
## stage by stage
stage	area [µm²]	utilization	worst slack, ns	cells	power, mW
2_1_floorplan	1820	-	0.815	164	0.776
3_3_place_gp	2140	0.492	0.635	240	0.920
3_5_place_dp	2140	0.492	0.632	240	0.930
4_1_cts	2220	0.511	0.642	248	1.28
5_1_grt	2220	0.511	0.521	248	1.35
6_report	2220	0.511	0.644	248	1.27
## state kept, by name, summed over array words and instances, names as in the netlist
signal,cells
mem_address,4
mem_data_w,4
mem_we,1
opcode,8
pc,4
r0,4
r1,4
state,2
## worst max-delay path: cells and delay by family, from the launching register on
| kind | cells | cell delay, ns |
|---|---|---|
| simple gates | 1 | 0.47 |
| fa+ha+maj | 1 | 0.34 |
| flops | 1 | 0.41 |
| mux | 1 | 0.23 |
| compound gates | 2 | 0.49 |
## report_power, final
group | internal, mW | total (mW) | switching [mW]
logic | 0.192 | 0.312 | 0.119
clock network | 0.177 | 0.348 | 0.171
registers | 0.551 | 0.611 | 0.0605
total | 0.920 | 1.27 | 0.351
## synthesized netlist by cell type (all sizes together), types with 3 or more instances
master,count,share of area
inv,10,0.021
nand3,10,0.028
mux2,9,0.056
a31oi,5,0.017
o22ai,3,0.018
buf,10,0.042
nor2,8,0.017
mux2i,5,0.030
ha,9,0.062
a21oi,6,0.017
dfrtp,15,0.21
o21ai,13,0.036
edfxtp,16,0.27
o211ai,3,0.012
nand2,9,0.019
## per-layer routing
layer	global-route usage	up-vias
li1	-	647
met1	0.304	641
met2	0.239	38
met3	0.0430	6
met4	0.0181	0
met5	0	-
## kinds of logic after synthesis
group           Yosys count  share of synthesized area
buf+inv                  21                     0.0652
simple gates             42                      0.132
other cells               1                    0.00208
compound gates           40                      0.157
fa+ha+maj                10                     0.0735
xor+xnor                  2                    0.00971
flops                    31                      0.474
mux                      14                     0.0860
## final timing paths
check / cells after the start / to / startpoint
worst max-delay path: 5 / r0[3]$_DFFE_PN0P_ / state[0]$_DFF_PN0_
worst min-delay path: 2 / pc[1]$_DFFE_PN0P_ / pc[1]$_DFFE_PN0P_
max in group asynchronous: 2 / r0[0]$_DFFE_PN0P_ / reset_n
worst max register to register: 5 / r0[3]$_DFFE_PN0P_ / state[0]$_DFF_PN0_
min in group asynchronous: 2 / pc[2]$_DFFE_PN0P_ / reset_n
worst min register to register: 2 / pc[1]$_DFFE_PN0P_ / pc[1]$_DFFE_PN0P_
Power and IR drop assume default switching activity.
